## design/flow/config.mk

```make
export PLATFORM = sky130hd
export DESIGN_NAME = music
export DESIGN_NICKNAME = music
export VERILOG_FILES = /design/flow/design.v
export SDC_FILE = /design/flow/constraint.sdc
export NUM_CORES = 4
export LEC_CHECK = 1
export CORE_UTILIZATION = 40
```

## design/flow/constraint.sdc

```tcl
current_design music

set clk_period 4.7
set clk_io_pct 0.2

create_clock -name clk0 -period $clk_period [get_ports {clk}]

set non_clock_inputs [all_inputs -no_clocks]
set_input_delay [expr $clk_period * $clk_io_pct] -clock clk0 $non_clock_inputs
set_output_delay [expr $clk_period * $clk_io_pct] -clock clk0 [all_outputs]
```

## design/flow/design.v

```verilog
module music(
input clk,
output speaker
);
reg [27:0] tone;
always @(posedge clk) tone <= tone+1;
wire [5:0] fullnote = tone[27:22];
wire [2:0] octave;
wire [3:0] note;
divby12 divby12(.numer(fullnote[5:0]), .quotient(octave), .remain(note));
reg [8:0] clkdivider;
always @(note) begin
case(note)
 0: clkdivider = 271-1;
 1: clkdivider = 483-1; 
 2: clkdivider = 483-1;  
 3: clkdivider = 512-1;  
 4: clkdivider = 406-1;
 5: clkdivider = 384-1;
 6: clkdivider = 287-1; 
 7: clkdivider = 431-1;  
 8: clkdivider = 431-1;  
 9: clkdivider = 304-1; 
 10: clkdivider = 287-1;
 11: clkdivider = 287-1;
 default: clkdivider=0;
endcase
end
reg [8:0] counter_note;
always @(posedge clk) if(counter_note==0) counter_note <= clkdivider; else counter_note <= counter_note-1;
reg [7:0] counter_octave;
always @(posedge clk)
if(counter_note==0)
begin
if(counter_octave==0)
 counter_octave <= (octave==0?255:octave==1?127:octave==2?63:octave==3?31:octave==4?15:7);
else
 counter_octave <= counter_octave-1;
end
reg speaker;
always @(posedge clk) if(counter_note==0 && counter_octave==0) speaker <= ~speaker;
endmodule 	
module divby12(numer, quotient, remain);
input [5:0] numer;
output [2:0] quotient;
output [3:0] remain;
reg [2:0] quotient;
reg [3:0] remain_bit3_bit2;
assign remain = {remain_bit3_bit2, numer[1:0]}; 
always @(numer[5:2])
case(numer[5:2])
0: begin quotient=0; remain_bit3_bit2=0; end
1: begin quotient=0; remain_bit3_bit2=1; end
2: begin quotient=0; remain_bit3_bit2=2; end
3: begin quotient=1; remain_bit3_bit2=0; end
4: begin quotient=1; remain_bit3_bit2=1; end
5: begin quotient=1; remain_bit3_bit2=2; end
6: begin quotient=2; remain_bit3_bit2=0; end
7: begin quotient=2; remain_bit3_bit2=1; end
8: begin quotient=2; remain_bit3_bit2=2; end
9: begin quotient=3; remain_bit3_bit2=0; end
10: begin quotient=3; remain_bit3_bit2=1; end
11: begin quotient=3; remain_bit3_bit2=2; end
12: begin quotient=4; remain_bit3_bit2=0; end
13: begin quotient=4; remain_bit3_bit2=1; end
14: begin quotient=4; remain_bit3_bit2=2; end
15: begin quotient=5; remain_bit3_bit2=0; end
endcase
endmodule 
```

## design/flow/run.sh

```bash
#!/bin/bash
# OpenROAD 26Q1-2900-gdf79404cd8, Yosys 0.63+post, stock flow scripts
make -C /OpenROAD-flow-scripts/flow DESIGN_CONFIG=/design/flow/config.mk WORK_HOME=/design/flow/orfs finish
```

==> run_results.csv <==
group,metric,value,unit
status,status,"finished, final reports clean",
clock_tree,hold_buffers,0,
timing,final.setup_skew,0.00811,ns
timing,rsz0062_at_grt,"false",
synth,ys_seq_share,43.2,%
routing,detail_route.iter0.violations,106,
global_route,overflow,0,
power,ir_worst_vdd,0.000172,V
finish,stdcell_area,2750,sq um
power,pwr-share-seq,59.1,%
synth,ys_chip_area,2570,sq um
clock_tree,cts-root-buf,"clkbuf_8",
synth,yosys_warnings,2,
power,p_int,0.000601,W
routing,routed_wl,4110,microns
finish,fill_cells,591,
timing,fin_crit_sh,62.5,%
floorplanning,die_h,82.2,microns
floorplanning,io_pins,2,
floorplanning,fp_util,42.4,%
placement,place_hpwl,2850,microns
finish,mostFrequentLayoutCell,"dfxtp_1",
global_route,grt_max_degree,18,
clock_tree,cts_buffer_depth,2,
placement,place_area,2640,sq um
clock_tree,cts_buffers,5,
critical_path,path_max_fanout,10,
routing,firstDrtPassIters,4,
global_route,antenna_found_initial,0,
timing,setup_viol,0,
power,sw_frac_of_total,19.7,%
routing,vias_per_cell,5.09,
global_route,grt_pass1_vias,1525,
critical_path,crit_top_cell,"ha_1",
timing,drv_slew,0,
routing,ant_nets,0,
synth,synth_cells,278,
critical_path,startpoint_type,"register",
finish,final_cell_mix,"42 x dfxtp_1, 26 x nor2_1, 24 x xnor2_1, 24 x nand2_1, 16 x inv_1",
timing,worst_hold_slack,0.433,ns
clock_tree,clkTransAtPathRegs,0.09,ns
power,clkPwrFrac,40.9,%
routing,drc,0,
floorplanning,fp.dieW,82.2,microns
critical_path,crit_family,"simple AND/OR/NAND/NOR gates",
critical_path,worstPathRequired,4.93,ns
worst_hold_path,hp-class,"reg2reg",
synth,ys_cells,278,
routing,wl_per_cell,11.6,microns
clock_tree,cts_resized,0,
clock_tree,postCtsSetupRepairBufs,0,
critical_path,max_stage_delay,0.52,ns
synth,ys.flops,51,
critical_path,critPathSlowestCell,"dfxtp_1",
critical_path,ff2ff_path_depth,10,
timing,fmax,340,MHz
timing,tightest_slew,0.570,ns
timing,hold_violations,0,
floorplanning,die_area,6750,sq um
worst_hold_path,whs_path_depth,1,
placement,dp_slack,1.79,ns
power,pwr-share-comb,0,%
clock_tree,cts_tree,"done",
critical_path,worst-path-buf-inv,1,
routing,dr_total_vias,1807,
critical_path,worstPathArrival,3.17,ns
power,p_sw,0.000148,W
global_route,grt_pass1_wl,6870,microns
timing,setup_tns,0,ns
critical_path,crit_type,"reg2reg",
synth,yosysTopAreaCellShare,32.7,%
critical_path,cp_cell_sequence,"ha_1, nand4_1, nor4_4, nand2_1, xor2_1, inv_1, ha_1, and3_1, nor4b_1, a2bb2oi_1",
floorplanning,core,6060,sq um
global_route,grt_usage,13.2,%
clock_tree,clock_latency,0.30,ns
clock_tree,htreeDepth,2,
synth,largest_area_cell,"dfxtp_1",
critical_path,worstSetupPathDepth,10,
synth,synth_area,2570,sq um
power,power_density,272,nW/um^2
job,warning_count,28,
synth,synth.distinct_cells,45,
timing,min_period,2.94,ns
placement,gp_congestion,0.746,
routing,num_antenna_cells,0,
synth,syn_avg_cell_area,9.25,sq um
finish,area_growth_syn_to_layout,7.10,%
power,leakage,0.987,nW
timing,setup_ws,1.76,ns
synth,synth.area.top_cells,"dfxtp_1 33%, edfxtp_1 11%, xnor2_1 8.2%, xor2_1 4.4%, ha_1 3.9%",
job,cap_violations,0,
finish,drive_above_1_share,6.07,%
critical_path,endpoint_kind,"register",
timing,slew_headroom,61.8,%
clock_tree,cts.sink_count,51,
floorplanning,rows,28,
placement,portBuffers,1,
[through the flow]
stage               std cells  utilization (%)  total power [W]
floorplan                 278                -         0.000452
global placement          347             43.6         0.000452
detailed placement        347             43.6         0.000452
CTS                       355             45.4         0.000759
global route              355             45.4         0.000773
finish                    355             45.4         0.000749
[cell usage after synthesis, drive strengths merged]
library cell,count
a21oi,15
nand4,10
o21ai,9
or2,1
edfxtp,9
a211o,1
inv,16
xnor2,24
nor4,4
nand2,24
nor3,12
nand4b,1
a2bb2oi,1
nand3b,3
ha,8
a22oi,1
or3,4
or4,1
and3,3
nand2b,3
buf,1
a41oi,1
and4,2
nor2,26
nand3,14
a31oi,3
dfxtp,42
mux2i,3
o22a,1
and2,1
o22ai,3
clkinv,1
mux2,1
nor4b,2
o211a,1
xor2,14
clkbuf,6
o31ai,2
nor2b,1
nor3b,3
[routing by layer]
| layer | vias up | routed length [microns] | part of all wire (%) | track usage, % |
|---|---|---|---|---|
| met5 | - | 0 | 0 | 0 |
| met4 | 0 | 39 | 0.95 | 1.58 |
| met3 | 4 | 103 | 2.5 | 2.01 |
| met2 | 20 | 1700 | 41 | 18.8 |
| met1 | 808 | 2270 | 55 | 21.9 |
| li1 | 975 | - | - | - |
[power by group through the flow]
stage     Sequential, W  Clock (W)  Combinational (W)
4_1_cts        0.000442   0.000317     0.000000000486
5_1_grt        0.000442   0.000330     0.000000000486
6_report       0.000442   0.000306     0.000000000486
[flip-flops by register name, indices dropped and copies added, names as in the netlist]
signal          flops
note                2
speaker             1
counter_note        9
counter_octave      8
octave              3
tone               28
[path summary, 6_finish.rpt]
check            from  endpoint  slack, ns
max          tone[23]   note[3]       1.76
min           tone[0]   tone[0]       0.43
max reg2reg  tone[23]   note[3]       1.76
min reg2reg   tone[0]   tone[0]       0.43
[cells by family (layout without fill, tap and decap cells)]
logic type                 Yosys count  after routing  share of synthesized area, %
and+or+nand+nor                    115            115                          25.1
AOI/OAI and AO/OA                   38             38                          8.76
buffers and inverters               24             26                          3.80
DFF                                 51             51                          43.2
xor gates and xnor gates            38             38                          13.7
muxes                                4              4                          1.61
adders and majority gates            8              8                          3.89
[layout make-up]
cell class	instances	area (sq um)	share of cell area (%)
Timing Repair Buffer	1	10.0	0.363
Sequential cell	51	1110	40.3
Clock inverter	3	43.8	1.59
Tap cell	75	93.8	3.41
Inverter	17	63.8	2.32
Clock buffer	5	68.8	2.50
Multi-Input combinational cell	203	1360	49.5
Power is estimated from default activity; no workload was simulated.
