File: flow/run.sh
#!/bin/bash
# OpenROAD 26Q1-2900-gdf79404cd8, Yosys 0.63+post, stock flow scripts
make -C /OpenROAD-flow-scripts/flow DESIGN_CONFIG=/design/flow/config.mk WORK_HOME=/design/flow/orfs finish
File: flow/constraint.sdc
current_design Barras

set clk_period 1.0
set clk_io_pct 0.2

create_clock -name clk0 -period $clk_period

set non_clock_inputs [all_inputs -no_clocks]
set_input_delay [expr $clk_period * $clk_io_pct] -clock clk0 $non_clock_inputs
set_output_delay [expr $clk_period * $clk_io_pct] -clock clk0 [all_outputs]
File: flow/config.mk
export PLATFORM = sky130hd
export DESIGN_NAME = Barras
export DESIGN_NICKNAME = Barras
export VERILOG_FILES = /design/flow/design.v
export SDC_FILE = /design/flow/constraint.sdc
export NUM_CORES = 4
export LEC_CHECK = 1
export CORE_AREA = 10 10 71 71
export DIE_AREA = 0 0 81 81
File: flow/design.v
`timescale 1ns / 1ps
module Barras(
	input[1:0] stage_number,
	output[9:0] bar1_h_m,
	output[9:0] bar1_h_e,
	output[9:0] bar1_v_m,
	output[9:0] bar1_v_e,
	output[9:0] bar2_h_m,
	output[9:0] bar2_h_e,
	output[9:0] bar2_v_m,
	output[9:0] bar2_v_e,
	output[9:0] bar3_h_m,
	output[9:0] bar3_h_e,
	output[9:0] bar3_v_m,
	output[9:0] bar3_v_e,
	output[9:0] bar4_h_m,
	output[9:0] bar4_h_e,
	output[9:0] bar4_v_m,
	output[9:0] bar4_v_e
    );
	assign bar1_h_m = bar1_r[0];
	assign bar1_h_e = bar1_r[1];
	assign bar1_v_m = bar1_r[2];
	assign bar1_v_e = bar1_r[3];
	assign bar2_h_m = bar2_r[0];
	assign bar2_h_e = bar2_r[1];
	assign bar2_v_m = bar2_r[2];
	assign bar2_v_e = bar2_r[3];
	assign bar3_h_m = bar3_r[0];
	assign bar3_h_e = bar3_r[1];
	assign bar3_v_m = bar3_r[2];
	assign bar3_v_e = bar3_r[3];
	assign bar4_h_m = bar4_r[0];
	assign bar4_h_e = bar4_r[1];
	assign bar4_v_m = bar4_r[2];
	assign bar4_v_e = bar4_r[3];
	reg[9:0] bar1_r[3:0];
	reg[9:0] bar2_r[3:0];
	reg[9:0] bar3_r[3:0];
	reg[9:0] bar4_r[3:0];
	always@(stage_number)
	begin
		case(stage_number)
			2'd0:
			begin
				bar1_r[0] = 9'd100;
				bar1_r[1] = 9'd250;
				bar1_r[2] = 9'd350;
				bar1_r[3] = 9'd375;
				bar2_r[0] = 9'd350;
				bar2_r[1] = 9'd500;
				bar2_r[2] = 9'd350;
				bar2_r[3] = 9'd375;
				bar3_r[0] = 9'd10;
				bar3_r[1] = 9'd40;
				bar3_r[2] = 9'd170;
				bar3_r[3] = 9'd195;
				bar4_r[0] = 9'd250;
				bar4_r[1] = 9'd300;
				bar4_r[2] = 9'd70;
				bar4_r[3] = 9'd95;
			end
			2'd1:
			begin			
				bar1_r[0] = 9'd0;
				bar1_r[1] = 9'd130;
				bar1_r[2] = 9'd360;
				bar1_r[3] = 9'd480;
				bar2_r[0] = 9'd160;
				bar2_r[1] = 9'd290;
				bar2_r[2] = 9'd240;
				bar2_r[3] = 9'd360;
				bar3_r[0] = 9'd320;
				bar3_r[1] = 9'd450;
				bar3_r[2] = 9'd120;
				bar3_r[3] = 9'd240;
				bar4_r[0] = 9'd480;
				bar4_r[1] = 9'd610;
				bar4_r[2] = 9'd0;
				bar4_r[3] = 9'd120;
			end
			2'd2:
			begin
				bar1_r[0] = 9'd0;
				bar1_r[1] = 9'd150;
				bar1_r[2] = 9'd190;
				bar1_r[3] = 9'd450;
				bar2_r[0] = 9'd150;
				bar2_r[1] = 9'd250;
				bar2_r[2] = 9'd260;
				bar2_r[3] = 9'd450;
				bar3_r[0] = 9'd250;
				bar3_r[1] = 9'd470;
				bar3_r[2] = 9'd350;
				bar3_r[3] = 9'd450;
				bar4_r[0] = 9'd460;
				bar4_r[1] = 9'd520;
				bar4_r[2] = 9'd300;
				bar4_r[3] = 9'd450;
			end
			default:begin
				bar1_r[0] = 9'd0;
				bar1_r[1] = 9'd150;
				bar1_r[2] = 9'd190;
				bar1_r[3] = 9'd450;
				bar2_r[0] = 9'd150;
				bar2_r[1] = 9'd250;
				bar2_r[2] = 9'd260;
				bar2_r[3] = 9'd450;
				bar3_r[0] = 9'd250;
				bar3_r[1] = 9'd470;
				bar3_r[2] = 9'd350;
				bar3_r[3] = 9'd450;
				bar4_r[0] = 9'd460;
				bar4_r[1] = 9'd500;
				bar4_r[2] = 9'd290;
				bar4_r[3] = 9'd450;
				end
		endcase
	end
endmodule
==> summary.txt <==
Item: results of the latest flow run.

- The logic depth of the worst setup path including buffers is 8.
- The mean area per synthesized cell is 7.48 µm².
- In the floorplan report the effective utilization is 0.344.
- The total non-filler cell area in the finished layout is ~2400 µm².
- The cell area reported after detailed placement is around 1600 µm².
- The die width is approximately 80 µm.
- The minimum setup slack in the final design is -0.414 ns.
- The count of antenna diodes in the layout is 0.
- The script parses the final routing iteration and logs DRC violations as 0.
- After routing, the total negative slack on setup checks comes to -25.40 ns.
- After detailed placement, the design holds a cell count of 238.
- Note, the detailed placer reported a final HPWL of between 2000 and 3000 µm.
- After the first detailed-routing iteration, the DRC count stood at 24.
- Compared with the post-synthesis result, the final layout area differs by 93.6%.
- Hold timing on the final database bottoms out at a slack of 0.882 ns.
- The number of instances in the synthesized netlist is 167.
- The cell total in the yosys stat output is 167.
- The number of warning messages in the yosys log is 7.
- The class of the most critical setup path is input pin to output pin.
- After floorplanning, the core was divided into 22 placement rows.
- The wire length per cell after detailed routing is 18.0 µm.
- The kind of launch point of the worst setup path is an input pin.
- The cell with the biggest individual delay on the critical path is sky130_fd_sc_hd__ha_4.
- The maximum VDD drop is 0.000203 V.
- The total of buffers placed on input and output ports is 108.
- The final hold violation count recorded for this run is 0.
- The fraction of final layout cells with drive strength greater than 1 is 0.761.
- The initial antenna violation count is 0.
- The max-capacitance violation count is 0.
- The count of hold-fix buffers inserted at cts is 0.
- The final instance count without filler cells is 291.
- The layout has 0 clock buffers.
- The launch instance of the worst min-delay path is stage_number[1].
- The vertical die dimension is 81 µm.
- Traced cell by cell, the critical path runs through buf_8 -> buf_6 -> ha_4 -> nor2_4 -> clkbuf_16 -> buf_8 -> buf_6 -> buf_2.
- The number of vias per cell after detailed routing is about 3.4.
- The worst setup path is captured at an output pin.
- Across the whole layout, storage elements account for 0 µm².
- The run finished, with violations left.
- The worst min-delay path endpoint is bar4_h_e[5].
- The final number of max-transition violations is 0.
- Entering global routing, the biggest net connects 8 pins.
- The total power is 1.06 mW.
- The all-layer global routing usage is 0.115.
- The core area is between 3000 and 4000 µm².
- The total length of routed wires is 5240 µm.
- The worst min-delay path class is input pin to output pin.
- The depth of the worst hold-timing path is 5.
- The detailed-route via count is roughly 1000.
- The first-pass GRT wire length is 6150 µm.
- The stat command in Yosys gives a chip area of 1250 µm².
- The shortest clock period the worst path allows after layout is 1.41 ns.
- The sequential fraction of the synthesis area is 0.
- The final layout report lists a filler cell count of 229.
- Per the OpenROAD power report, leakage power amounts to 1.30 nW.
- According to the floorplan report, the total die area is 6560 µm².
- The buffer-and-inverter tally for the worst setup path is 6.
- Among cell families on the critical path, the largest total delay comes from buffers and inverters.
- The maximum operating frequency is a little over 700 MHz.
- The number of sequential cells reported for the layout is 0.
- The number of top-level design ports is between 150 and 200.
- The final global-route overflow total is 0.
- The number of search-and-repair iterations in the first detailed-routing pass is 2.
- The report lists the power per cell area as 438 nW/µm².
- The number of different library cells in the post-synthesis netlist is 6.
- The routability congestion estimate from global placement is 0.733.
- On the critical path the data arrives at 1.21 ns.
- The largest fanout of any net on the critical path is 6.
- The post-route utilization of the core is recorded as 0.666.
- The final reports fail on negative setup slack.
- The stage logs contain a warning count of 41.
- The minimum setup slack after placement is -1.02 ns.
- The critical path's largest stage delay is between 0.15 and 0.2 ns.
- The number of nets with antenna violations after routing is 0.
- Post-route period utilization is reported as 1.41.
- The required time of the critical path is 0.80 ns.
- Setup repair after global routing could not meet its margin everywhere.
- Endpoints with negative setup slack in the final report add up to 105.
- Before any placement, the netlist area is recorded as 1250 µm².
- The number of global-route vias before repair was 1057.
[timing repair]
item / 4_1_cts / 5_1_grt
gates resized: 478 / 34
setup endpoints to repair: 106 / 106
cloned: 7 / 0
setup buffers: 45 / 13
pin swaps: 9 / 8
[power breakdown]
| part | internal, mW | switching, mW |
|---|---|---|
| sequential | 0 | 0 |
| combinational | 0.734 | 0.326 |
| clock | 0 | 0 |
[layout make-up]
type                       instances  area, µm²  share of cell area
timing repair buffer             170       1890               0.783
inverter                           6       40.0              0.0165
tap                               48       60.1              0.0248
multi-input combinational         67        425               0.176
[routing by layer]
layer  up-vias  GRT usage  share of wire
met5         -          0              0
met4         0          0              0
met3         0     0.0267          0.087
met2        76      0.215           0.50
met1       472      0.138           0.41
li1        453          -              -
[kinds of logic after synthesis]
| group | Yosys count | share of synthesized area |
|---|---|---|
| AND/OR/NAND/NOR | 5 | 0.0230 |
| buffers and inverters | 153 | 0.901 |
| other | 2 | 0.00601 |
| adder cells (fa/ha/maj) | 7 | 0.0701 |
[cells in the mapped netlist]
| library cell | count | area (µm²) |
|---|---|---|
| sky130_fd_sc_hd__nor2_1 | 1 | 3.75 |
| sky130_fd_sc_hd__or2_1 | 4 | 25.0 |
| sky130_fd_sc_hd__inv_1 | 6 | 22.5 |
| sky130_fd_sc_hd__ha_1 | 7 | 87.6 |
| sky130_fd_sc_hd__buf_4 | 147 | 1100 |
| sky130_fd_sc_hd__conb_1 | 2 | 7.51 |
[worst min-delay path: stages]
cell and delay, ns:
sky130_fd_sc_hd__buf_8 0.08, sky130_fd_sc_hd__buf_4 0.14, sky130_fd_sc_hd__ha_4 0.13, sky130_fd_sc_hd__inv_2 0.02, sky130_fd_sc_hd__buf_2 0.10
[cell usage in the layout (no fill, tap or decap), drive strengths merged]
master         synthesis  final
buf                  147    167
conb                   2     54
ha                     7      7
inv                    6      6
or2                    4      5
clkbuf                 0      2
nor2                   1      1
clkdlybuf4s15          0      1
[worst max-delay path by stage]
stage | start | endpoint
global route | stage_number[0] | bar3_v_e[8]
finish | stage_number[0] | bar3_v_e[8]
CTS | stage_number[0] | bar3_h_e[4]
Power is estimated from default activity; no workload was simulated.
