File: /design/flow/run.sh
#!/bin/bash
# OpenROAD 26Q1-2900-gdf79404cd8, Yosys 0.63+post, stock flow scripts
make -C /OpenROAD-flow-scripts/flow DESIGN_CONFIG=/design/flow/config.mk WORK_HOME=/design/flow/orfs finish
File: /design/flow/config.mk
export PLATFORM = sky130hd
export DESIGN_NAME = gunSoun
export DESIGN_NICKNAME = gunSoun
export VERILOG_FILES = /design/flow/design.v
export SDC_FILE = /design/flow/constraint.sdc
export NUM_CORES = 4
export LEC_CHECK = 1
export CORE_AREA = 10 10 90 90
export DIE_AREA = 0 0 100 100
File: /design/flow/constraint.sdc
current_design gunSoun

set clk_period 2.2
set clk_io_pct 0.2

create_clock -name clk0 -period $clk_period [get_ports {clk}]

set non_clock_inputs [all_inputs -no_clocks]
set_input_delay [expr $clk_period * $clk_io_pct] -clock clk0 $non_clock_inputs
set_output_delay [expr $clk_period * $clk_io_pct] -clock clk0 [all_outputs]
File: /design/flow/design.v
`timescale 1ns / 1ps
module gunSoun(
input clk,
output speaker
);
reg [14:0] counter;
always @(posedge clk) if(counter==28408) counter<=0; else counter <= counter+1;
reg speaker;
always @(posedge clk) if(counter==28408) speaker <= ~speaker;
endmodule 
==> run summary <==
Physical implementation.

- The run finished with clean final reports.
- The cell type of the slowest stage on the worst timing path is sky130_fd_sc_hd__nor3_4.
- After clock tree synthesis, the repair step resized 0 gates.
- The critical path goes through nand2_1, or2_4, nor3_4.
- In the power breakdown, the internal column shows 0.451 mW.
- The count of port buffers added during placement is 1.
- The flow reports that sequential cells draw 53.5% of the design power.
- The mapped netlist covers 764 µm².
- The maximum level of the CTS H-tree is 1.
- The number of cells traversed by the worst register-to-register path is 3.
- The pin count of the biggest net entering global routing is 12.
- The number of cells produced by synthesis is 80.
- met2 track demand over resource after global routing is 3.78%.
- The class of the most critical setup path is reg -> reg.
- Summed over all routing layers, the global router reports a total usage of 2.73%.
- The floorplan report gives the top-level pin count as 2.
- The layout overhead on the synthesized area is 19.0%.
- Recorded from the global router log, the overflow total was 0.
- According to the floorplan report, the die height is 100 µm.
- The number of warnings reported in the stage logs is 26.
- The DRC violation count after routing is 0.
- Data arrives at the worst endpoint at 1.47 ns.
- The report shows a maximum critical-path fanout of 11.
- The weighted congestion reported at the end of routability-driven placement is 0.824.
- The clock reaches the later pin of the worst-skew pair after 0.24 ns.
- In this run the deepest clock path goes through 2 buffers.
- The routed design shows a wire length per standard cell of 7.99 µm.
- In this run the standard cell core region covers 0.00628 mm².
- The total power divided by cell area is 601 mW/mm².
- The required arrival time at the worst endpoint is 2.10 ns.
- The final worst-path cycle share is 71.3%.
- The upper clock frequency limit is 637 MHz.
- Across all checked pins, the minimum headroom to the slew limit is 69.9%.
- The warning tally printed by Yosys for this design is 1.
- The chip occupies 0.0100 mm².
- The number of antenna violations at the first check in global routing came to 0.
- The classification of the worst-slack hold path is reg -> reg.
- The cell leakage power is 0.306 nW.
- In the final report, the number of pins over their slew limit comes to 0.
- The switching power of the nets is 0.0958 mW.
- For the worst reg-to-reg path, the endpoint reported by OpenROAD is speaker.
- The initial utilization of the core area, before any placement, comes to 12.2%.
- Clock tree synthesis selected as its root buffer the cell sky130_fd_sc_hd__clkbuf_8.
- Setup violations remaining at the end of the flow were counted as 0.
- Setup total negative slack on the finished layout was measured at 0 ns.
- The fraction of power consumed by the clock network is 46.5%.
- Counting I/O delays and the setup requirement, the final critical path takes 1.57 ns.
- The number of stages on the worst hold path is 1.
- The synthesized design contains 16 register bits.
- The vias after detailed routing is 537.
- The number of fill cells is 688.
- The worst setup path is captured at a register.
- The highest supply drop recorded on VDD is 0.378 mV.
- Sequential elements use 43.2% of the synthesized area.
- The startpoint kind of the worst setup timing path is a register.
- The average via count per standard cell is 3.36.
- The average cell area after synthesis is 9.56 µm².
- The first global-routing pass estimated 2330 µm of wire.
- Per report_power, the combinational group accounts for 0% of the total.
- In this run the core area contains 29 standard-cell rows.
- Tracing the worst setup path back leads to its startpoint at counter[9].
- The switching fraction of total power is 17.5%.
- The worst setup slack for register-to-register paths is 0.63 ns.
- The startpoint of the worst register-to-register path is counter[9].
- The via count of the first global-routing pass is 528.
- The clock skew is 0.00148 ns.
- In this run the maximum-capacitance check reported violations numbering 0.
- The most critical setup path has its endpoint at speaker.
- The routing usage on met3 is 1.11%.
- Setup repair after global routing left no endpoint under its margin.
- The number of diodes is 0.
- Post-synthesis, Yosys gives the total cell area as 764 µm².
- The total wirelength of the detailed-routed design is 1280 µm.
- The transition time recorded at the tightest slew-check pin is 0.450 ns.
- The total of hold buffers inserted after clock tree synthesis is 0.
- The count of routing violations after the opening detailed-route iteration is 27.
- The final tally of hold violations is 0.
- The clock drives 16 sinks.
- The detailed-router iteration count before antenna repair is 3.
- Nets still carrying antenna violations after routing amount to 0.
- The sum of net half-perimeters after detailed placement is 901 µm.
- The TritonCTS clock tree is built.
- Buffers inserted during clock tree synthesis total 3.
- The number of setup buffers added after CTS is 0.
- The detailed placer reported the number of placed instances as 156.
- The met1 routing resource usage after global routing is 3.95%.
- After global routing, the most crowded layer is met1.
- On the reported timing paths, the clock transition at the registers reads 0.06 ns.
- Of the cells placed in the final design, the portion with a size suffix greater than 1 is 16.9%.
- Counting distinct cell types in the post-synthesis netlist gives 29.
- After synthesis, the design contains 80 cells according to Yosys.
- The final non-filler cell total is 160.
- On the worst path, the slowest cell contributes a delay of 0.41 ns.
- The die span in x is 100 µm.
## cells in the final DEF (no fill, tap or decap)
master and count:
sky130_fd_sc_hd__dfxtp_1 15, sky130_fd_sc_hd__nor2_1 11, sky130_fd_sc_hd__nand3_1 7, sky130_fd_sc_hd__xnor2_1 7
sky130_fd_sc_hd__inv_1 5, sky130_fd_sc_hd__nand2_1 5, sky130_fd_sc_hd__clkbuf_8 4, sky130_fd_sc_hd__xor2_1 3
sky130_fd_sc_hd__nand3_2 2, sky130_fd_sc_hd__and3_1 2, sky130_fd_sc_hd__nor4_2 2, sky130_fd_sc_hd__nor3_1 2
sky130_fd_sc_hd__ha_1 2, sky130_fd_sc_hd__nor3_2 1, sky130_fd_sc_hd__or2_4 1, sky130_fd_sc_hd__nor3_4 1
sky130_fd_sc_hd__nor2b_1 1, sky130_fd_sc_hd__o31a_2 1, sky130_fd_sc_hd__a31oi_1 1, sky130_fd_sc_hd__o41ai_2 1
sky130_fd_sc_hd__and3_2 1, sky130_fd_sc_hd__nand4_1 1, sky130_fd_sc_hd__a211o_1 1, sky130_fd_sc_hd__nor4_1 1
sky130_fd_sc_hd__a21o_1 1, sky130_fd_sc_hd__o311ai_0 1, sky130_fd_sc_hd__a21oi_1 1, sky130_fd_sc_hd__clkdlybuf4s50_1 1
sky130_fd_sc_hd__edfxtp_1 1
## cells by family (layout without fill, tap and decap cells)
family,Yosys count,count (layout),synth area share (%)
compound gates,7,7,8.18
buf+inv,7,10,4.58
simple gates,38,38,29.3
xor+xnor,10,10,11.5
fa+ha+maj,2,2,3.27
flops,16,16,43.2
## cells in the mapped netlist, drive strengths merged
library cell	n	area, µm²
a31oi	1	6.26
o311ai	1	8.76
buf	2	16.3
edfxtp	1	30.0
o31a	1	10.0
dfxtp	15	300
a21o	1	7.51
nor4	3	31.3
nand2	5	18.8
ha	2	25.0
a211o	1	8.76
xnor2	7	61.3
nor2	11	41.3
inv	5	18.8
nand3	9	55.1
a21oi	1	5.00
xor2	3	26.3
nor2b	1	6.26
nand4	1	6.26
or2	1	8.76
o41ai	1	16.3
nor3	4	36.3
and3	3	20.0
## final cells by class
class / count / area, µm² / share of cell area (%)
clock buffers: 4 / 55.1 / 6.05
inverters: 5 / 18.8 / 2.06
multi-input cells: 57 / 399 / 43.9
flip-flops and latches: 16 / 330 / 36.3
well taps: 77 / 96.3 / 10.6
repair buffers: 1 / 10.0 / 1.10
## how the worst min path moves through the flow
stage,startpoint,to,slack (ns)
after CTS,counter[0],counter[0],0.49
after global routing,counter[0],counter[0],0.52
final,counter[0],counter[0],0.49
## state kept, by name (all words and copies together), names as in the netlist
| signal | cells |
|---|---|
| speaker | 1 |
| counter | 15 |
## critical path, delay by kind of cell, from the launching register on
kind          cells  cell delay, ns
simple gates      3            0.85
flops             1            0.36
## metal layers
layer,vias to the layer above,share of wire [%]
met3,4,4.9
met5,-,0
met1,248,55
li1,278,-
met2,7,38
met4,0,2.0
## power groups by stage
stage / Combinational [mW] / Sequential (mW) / Clock, mW
4_1_cts: 0.000000145 / 0.292 / 0.266
5_1_grt: 0.000000145 / 0.292 / 0.273
6_report: 0.000000145 / 0.292 / 0.254
## stage by stage
| step | worst slack, ns | total power [mW] | hold slack (ns) | utilization, % | area (µm²) |
|---|---|---|---|---|---|
| after floorplan | 0.852 | 0.299 | 0.437 | - | 764 |
| after global routing | 0.501 | 0.565 | 0.522 | 14.5 | 910 |
| after CTS | 0.619 | 0.558 | 0.487 | 14.5 | 910 |
| after global placement | 0.636 | 0.299 | 0.473 | 13.6 | 855 |
| after detailed placement | 0.628 | 0.299 | 0.469 | 13.6 | 855 |
| final | 0.631 | 0.547 | 0.485 | 14.5 | 910 |
No activity file was given, so power comes from the tool's default toggle rates.
